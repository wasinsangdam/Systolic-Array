==> ./design.v <==
module processing_element # (
    parameter DATA_WIDTH = 8
)
(
    input                               clk     ,
    input                               rstn    ,
    input       [2*DATA_WIDTH-1 : 0]    i_psum  ,    
    input         [DATA_WIDTH-1 : 0]    i_fmap  ,    
    input         [DATA_WIDTH-1 : 0]    i_weight,    
    input                               i_load  ,    
    output      [2*DATA_WIDTH-1 : 0]    o_psum  ,    
    output        [DATA_WIDTH-1 : 0]    o_fmap  ,    
    output        [DATA_WIDTH-1 : 0]    o_weight     
);
    reg         [2*DATA_WIDTH-1 : 0]    r_psum;      
    reg           [DATA_WIDTH-1 : 0]    r_fmap;      
    reg           [DATA_WIDTH-1 : 0]    r_weight;    
    always @ (posedge clk) begin
        if      (!rstn)     r_psum <= 'h0;  
        else if (!i_load)   r_psum <= i_fmap * r_weight + i_psum;
        else if (i_load)    r_psum <= 'h0;
    end
    always @ (posedge clk) begin
        if      (!rstn)     r_fmap <= 'h0;
        else if (!i_load)   r_fmap <= i_fmap;
    end
    always @ (posedge clk) begin
        if      (!rstn)     r_weight <= 'h0;
        else if (i_load)    r_weight <= i_weight;
    end
    assign o_psum   = r_psum;
    assign o_fmap   = r_fmap;
    assign o_weight = r_weight;
endmodule
module ws_systolic_array # (
    parameter DATA_WIDTH = 8
)
(
    input                           clk         ,
    input                           rstn        ,
    input                           i_start     ,
    input       [DATA_WIDTH-1 : 0]  i_w_col_1   ,    
    input       [DATA_WIDTH-1 : 0]  i_w_col_2   ,    
    input       [DATA_WIDTH-1 : 0]  i_w_col_3   ,    
    input       [DATA_WIDTH-1 : 0]  i_w_col_4   ,    
    input       [DATA_WIDTH-1 : 0]  i_f_row_1   ,    
    input       [DATA_WIDTH-1 : 0]  i_f_row_2   ,    
    input       [DATA_WIDTH-1 : 0]  i_f_row_3   ,    
    input       [DATA_WIDTH-1 : 0]  i_f_row_4   ,    
    output    [2*DATA_WIDTH-1 : 0]  o_p_col_1   ,    
    output    [2*DATA_WIDTH-1 : 0]  o_p_col_2   ,    
    output    [2*DATA_WIDTH-1 : 0]  o_p_col_3   ,    
    output    [2*DATA_WIDTH-1 : 0]  o_p_col_4        
);
    parameter              [1 : 0]  ST_IDLE = 2'b00,     
                                    ST_LOAD = 2'b01,     
                                    ST_OPER = 2'b10;     
    wire        [DATA_WIDTH-1 : 0]  w_f_row_11, w_f_row_12, w_f_row_13;                  
    wire        [DATA_WIDTH-1 : 0]  w_f_row_21, w_f_row_22, w_f_row_23;                  
    wire        [DATA_WIDTH-1 : 0]  w_f_row_31, w_f_row_32, w_f_row_33;                  
    wire        [DATA_WIDTH-1 : 0]  w_f_row_41, w_f_row_42, w_f_row_43;                  
    wire        [DATA_WIDTH-1 : 0]  w_w_col_11, w_w_col_12, w_w_col_13, w_w_col_14;      
    wire        [DATA_WIDTH-1 : 0]  w_w_col_21, w_w_col_22, w_w_col_23, w_w_col_24;      
    wire        [DATA_WIDTH-1 : 0]  w_w_col_31, w_w_col_32, w_w_col_33, w_w_col_34;      
    wire      [2*DATA_WIDTH-1 : 0]  w_p_col_11, w_p_col_12, w_p_col_13, w_p_col_14;      
    wire      [2*DATA_WIDTH-1 : 0]  w_p_col_21, w_p_col_22, w_p_col_23, w_p_col_24;      
    wire      [2*DATA_WIDTH-1 : 0]  w_p_col_31, w_p_col_32, w_p_col_33, w_p_col_34;      
    reg                   [15 : 0]  pre_load;                    
    reg                    [1 : 0]  r_cnt;                       
    reg                    [1 : 0]  curr_state, next_state;      
    always @ (posedge clk) begin
        if (!rstn)  curr_state <= ST_IDLE;
        else        curr_state <= next_state;
    end
    always @ (posedge clk) begin
        if  (!rstn) 
            r_cnt <= 'h0;
        else if (curr_state == ST_LOAD)  
            r_cnt <= r_cnt + 1'b1;
        else                             
            r_cnt <= 'h0;
    end
    always @ (*) begin
        next_state  = ST_IDLE;
        pre_load    = 16'h00;
        case (curr_state)
            ST_IDLE :   next_state = (i_start) ? ST_LOAD : ST_IDLE;
            ST_LOAD :   begin
                            pre_load = 16'hFFFF;     
                            next_state = (r_cnt == 2'd3) ? ST_OPER : ST_LOAD;
                        end 
            ST_OPER :   begin
                            pre_load = 16'h0000;     
                            next_state = (i_start) ? ST_LOAD : ST_OPER;
                        end 
        endcase
    end
    // synthesis translate_off
    reg                   [55 : 0]  debug_state;
    always @ (*) begin
        case (curr_state)
            ST_IDLE : debug_state = "ST_IDLE";
            ST_LOAD : debug_state = "ST_LOAD";
            ST_OPER : debug_state = "ST_OPER";
        endcase
    end
    // synthesis translate_on
    processing_element # (.DATA_WIDTH(DATA_WIDTH)) PE_11 (
        .clk        (clk                    ),
        .rstn       (rstn                   ),
        .i_psum     ({ 2*DATA_WIDTH{1'b0} } ),
        .i_fmap     (i_f_row_1              ),
        .i_weight   (i_w_col_1              ),
        .i_load     (pre_load[0]            ),
        .o_psum     (w_p_col_11             ),
        .o_fmap     (w_f_row_11             ),
        .o_weight   (w_w_col_11             )
    );
    processing_element # (.DATA_WIDTH(DATA_WIDTH)) PE_12 (
        .clk        (clk                    ),
        .rstn       (rstn                   ),
        .i_psum     ({ 2*DATA_WIDTH{1'b0} } ),
        .i_fmap     (w_f_row_11             ),
        .i_weight   (i_w_col_2              ),
        .i_load     (pre_load[1]            ),
        .o_psum     (w_p_col_12             ),
        .o_fmap     (w_f_row_12             ),
        .o_weight   (w_w_col_12             )
    );
    processing_element # (.DATA_WIDTH(DATA_WIDTH)) PE_13 (
        .clk        (clk                    ),
        .rstn       (rstn                   ),
        .i_psum     ({ 2*DATA_WIDTH{1'b0} } ),
        .i_fmap     (w_f_row_12             ),
        .i_weight   (i_w_col_3              ),
        .i_load     (pre_load[2]            ),
        .o_psum     (w_p_col_13             ),
        .o_fmap     (w_f_row_13             ),
        .o_weight   (w_w_col_13             )
    );
    processing_element # (.DATA_WIDTH(DATA_WIDTH)) PE_14 (
        .clk        (clk                    ),
        .rstn       (rstn                   ),
        .i_psum     ({ 2*DATA_WIDTH{1'b0} } ),
        .i_fmap     (w_f_row_13             ),
        .i_weight   (i_w_col_4              ),
        .i_load     (pre_load[3]            ),
        .o_psum     (w_p_col_14             ),
        .o_fmap     (                       ),
        .o_weight   (w_w_col_14             )
    );
    processing_element # (.DATA_WIDTH(DATA_WIDTH)) PE_21 (
        .clk        (clk                    ),
        .rstn       (rstn                   ),
        .i_psum     (w_p_col_11             ),
        .i_fmap     (i_f_row_2              ),
        .i_weight   (w_w_col_11             ),
        .i_load     (pre_load[4]            ),
        .o_psum     (w_p_col_21             ),
        .o_fmap     (w_f_row_21             ),
        .o_weight   (w_w_col_21             )
    );
    processing_element # (.DATA_WIDTH(DATA_WIDTH)) PE_22 (
        .clk        (clk         ),
        .rstn       (rstn        ),
        .i_psum     (w_p_col_12  ),
        .i_fmap     (w_f_row_21  ),
        .i_weight   (w_w_col_12  ),
        .i_load     (pre_load[5] ),
        .o_psum     (w_p_col_22  ),
        .o_fmap     (w_f_row_22  ),
        .o_weight   (w_w_col_22  )
    );
    processing_element # (.DATA_WIDTH(DATA_WIDTH)) PE_23 (
        .clk        (clk         ),
        .rstn       (rstn        ),
        .i_psum     (w_p_col_13  ),
        .i_fmap     (w_f_row_22  ),
        .i_weight   (w_w_col_13  ),
        .i_load     (pre_load[6] ),
        .o_psum     (w_p_col_23  ),
        .o_fmap     (w_f_row_23  ),
        .o_weight   (w_w_col_23  )
    );
    processing_element # (.DATA_WIDTH(DATA_WIDTH)) PE_24 (
        .clk        (clk         ),
        .rstn       (rstn        ),
        .i_psum     (w_p_col_14  ),
        .i_fmap     (w_f_row_23  ),
        .i_weight   (w_w_col_14  ),
        .i_load     (pre_load[7] ),
        .o_psum     (w_p_col_24  ),
        .o_fmap     (            ),
        .o_weight   (w_w_col_24  )
    );
    processing_element # (.DATA_WIDTH(DATA_WIDTH)) PE_31 (
        .clk        (clk         ),
        .rstn       (rstn        ),
        .i_psum     (w_p_col_21  ),
        .i_fmap     (i_f_row_3   ),
        .i_weight   (w_w_col_21  ),
        .i_load     (pre_load[8] ),
        .o_psum     (w_p_col_31  ),
        .o_fmap     (w_f_row_31  ),
        .o_weight   (w_w_col_31  )
    );
    processing_element # (.DATA_WIDTH(DATA_WIDTH)) PE_32 (
        .clk        (clk         ),
        .rstn       (rstn        ),
        .i_psum     (w_p_col_22  ),
        .i_fmap     (w_f_row_31  ),
        .i_weight   (w_w_col_22  ),
        .i_load     (pre_load[9] ),
        .o_psum     (w_p_col_32  ),
        .o_fmap     (w_f_row_32  ),
        .o_weight   (w_w_col_32  )
    );
    processing_element # (.DATA_WIDTH(DATA_WIDTH)) PE_33 (
        .clk        (clk         ),
        .rstn       (rstn        ),
        .i_psum     (w_p_col_23  ),
        .i_fmap     (w_f_row_32  ),
        .i_weight   (w_w_col_23  ),
        .i_load     (pre_load[10]),
        .o_psum     (w_p_col_33  ),
        .o_fmap     (w_f_row_33  ),
        .o_weight   (w_w_col_33  )
    );
    processing_element # (.DATA_WIDTH(DATA_WIDTH)) PE_34 (
        .clk        (clk         ),
        .rstn       (rstn        ),
        .i_psum     (w_p_col_24  ),
        .i_fmap     (w_f_row_33  ),
        .i_weight   (w_w_col_24  ),
        .i_load     (pre_load[11]),
        .o_psum     (w_p_col_34  ),
        .o_fmap     (            ),
        .o_weight   (w_w_col_34  )
    );
    processing_element # (.DATA_WIDTH(DATA_WIDTH)) PE_41 (
        .clk        (clk         ),
        .rstn       (rstn        ),
        .i_psum     (w_p_col_31  ),
        .i_fmap     (i_f_row_4   ),
        .i_weight   (w_w_col_31  ),
        .i_load     (pre_load[12]),
        .o_psum     (o_p_col_1   ),
        .o_fmap     (w_f_row_41  ),
        .o_weight   (            )
    );
    processing_element # (.DATA_WIDTH(DATA_WIDTH)) PE_42 (
        .clk        (clk         ),
        .rstn       (rstn        ),
        .i_psum     (w_p_col_32  ),
        .i_fmap     (w_f_row_41  ),
        .i_weight   (w_w_col_32  ),
        .i_load     (pre_load[13]),
        .o_psum     (o_p_col_2   ),
        .o_fmap     (w_f_row_42  ),
        .o_weight   (            )
    );
    processing_element # (.DATA_WIDTH(DATA_WIDTH)) PE_43 (
        .clk        (clk         ),
        .rstn       (rstn        ),
        .i_psum     (w_p_col_33  ),
        .i_fmap     (w_f_row_42  ),
        .i_weight   (w_w_col_33  ),
        .i_load     (pre_load[14]),
        .o_psum     (o_p_col_3   ),
        .o_fmap     (w_f_row_43  ),
        .o_weight   (            )
    );
    processing_element # (.DATA_WIDTH(DATA_WIDTH)) PE_44 (
        .clk        (clk         ),
        .rstn       (rstn        ),
        .i_psum     (w_p_col_34  ),
        .i_fmap     (w_f_row_43  ),
        .i_weight   (w_w_col_34  ),
        .i_load     (pre_load[15]),
        .o_psum     (o_p_col_4   ),
        .o_fmap     (            ),
        .o_weight   (            )
    );
endmodule
==> ./run.sh <==
#!/bin/bash
# OpenROAD 26Q1-2900-gdf79404cd8, Yosys 0.63+post, stock flow scripts
make -C /OpenROAD-flow-scripts/flow DESIGN_CONFIG=/design/flow/config.mk WORK_HOME=/design/flow/orfs finish
==> ./config.mk <==
export PLATFORM = sky130hd
export DESIGN_NAME = ws_systolic_array
export DESIGN_NICKNAME = ws_systolic_array
export VERILOG_FILES = /design/flow/design.v
export SDC_FILE = /design/flow/constraint.sdc
export NUM_CORES = 4
export LEC_CHECK = 1
export CORE_UTILIZATION = 50
==> ./constraint.sdc <==
current_design ws_systolic_array

set clk_period 30.9
set clk_io_pct 0.2

create_clock -name clk0 -period $clk_period [get_ports {clk}]

set non_clock_inputs [all_inputs -no_clocks]
set_input_delay [expr $clk_period * $clk_io_pct] -clock clk0 $non_clock_inputs
set_output_delay [expr $clk_period * $clk_io_pct] -clock clk0 [all_outputs]
==> commit_impl_results.txt <==
Record implementation results from latest flow run

- In this run, post-CTS hold repair placed 0 buffers.
- Final setup viols: 0
- Highest-count cells in the layout ignoring fill and taps: 1354 x sky130_fd_sc_hd__inv_1, 744 x sky130_fd_sc_hd__fa_1, 645 x sky130_fd_sc_hd__and2_1, 565 x sky130_fd_sc_hd__ha_1, 513 x sky130_fd_sc_hd__nand2_1
- Number of placement rows: approximately 120
- The count of nets left with antenna violations once routing finished came out at 0.
- Per the detail_route report, vias per standard cell equal between 4 and 5.
- Antenna violations before repair: 0
* Flip-flops with a built-in enable: 0
* Yosys aoi share: 0.0593
- TritonCTS built the clock tree.
- Routed len/inst: 13.7 um
* Final non-filler cell total: roughly 7400
- Core utilization before placement: 0.507
* Data required time at the worst endpoint: 31490 ps
- Hpwl dp: 80900 um
- Counting the warning lines in the Yosys log gives 3.
- Peak Freq: 97.9 MHz
- Clock-pin slew of the registers on the worst-case setup and hold paths: 60 ps
- CP most frequent cell: sky130_fd_sc_hd__fa_1
- Global route total overflow: 0
- Final worst-path cycle share: 0.330
- Clock network latency to the later pin of the worst-skew pair: approximately 670 ps
* Leak: 29.0 nW
- Horiz. Die Dim: roughly 330 um
- Maximum fanout count along the critical path: 9
- In the final layout, the share of cells above drive strength 1 is 0.0244.
- The cell count after synthesis came out at 6023.
* Stage-log warning count: 25
* Class of the worst hold path: flop to flop
- Max transition margin: 0.488
- Per the synthesis report, the adder-cell share of the synthesized area is 0.409.
- Critical Path, Cell by Cell: clkdlybuf4s50_1 -> nand2_1 -> fa_1 -> inv_1 -> fa_1 -> inv_1 -> fa_1 -> fa_1 -> inv_1 -> ha_1 -> a21oi_1 -> nor2b_1 -> nor4_1 -> nor2_1 -> a311oi_1 -> mux2i_1
- Clock tree synthesis inserted a total of around 59 buffers.
- Kind of critical path: input pin to flop
- In this run, placement finished with an instance count of 7306.
* CP endpoint kind: flop
* Async SR Flop Fraction: 0
* Vias in the first global route: ~35000
* Synth mux share: 0.0427
- Yosys cell count: 6023
- For this run, the slowest stage of the critical path takes about 730 ps.
- Number of iterations in the first detailed-routing pass: 5
* DRC: 0
- In this run the vertical extent of the chip is 330 um.
- Clock tree buffer depth: 3
- The timing report gives the worst reg2reg path a setup slack of 26340 ps.
- Area of the mapped netlist: between 0.05 and 0.06 mm^2
- Most frequently used flop master after synthesis: sky130_fd_sc_hd__dfxtp_1
* Final TNS setup: 0 ps
* Post-Synthesis Mean Instance Area: 8.92 um^2
- Cell variety after synth: 71
- PD cells: between 20 and 30 mW/mm^2
- RSZ-0062 raised after global routing: no
- Pin count of the biggest net entering global routing: around 70
- Buffers added to address setup during post-CTS repair amount to 0.
- Count of instances resized after the clock tree is built: 0
- Die area: 0.109 mm^2
- Per the run report, area growth between synthesis and finish was 7.96%.
- The H-tree was split into 2 levels.
- The slowest stage of the critical path is the sky130_fd_sc_hd__clkdlybuf4s50_1 cell.
* Worst-case clock skew: 20.7 ps
* DRT Wirelength: 102000 um
* Xor and xnor fraction of the mapped netlist area: 0.0220
- Status: completed
- Final Hold Violating Endpoints: 0
* Arrival @ worst endpoint: 10800 ps
- The number of antenna diodes in the final layout is 0.
* GRT Overall Usage: 0.210
- Simple logic cell fraction of the synthesized area: 0.173
- The synthesis stat section lists a flop and latch total of 485.
- STA classifies the critical path startpoint as an input pin.
- Number of maximum-capacitance constraint violations: 0
- The first global-routing pass estimated 178000 um of wire.
- In the synthesized netlist, the dominant kind of combinational cell is adder cells.
- Worst supply voltage drop on vdd: 0.0454 mV
* Post-route worst setup slack: 20690 ps
- Per the detail_route report, the via count comes to 35200.
- Final critical-path required period: 10210 ps
- In the synthesis report, Yosys lists the chip area as roughly 0.054 mm^2.
* Slew of the pin with the lowest slew margin: 768 ps
- Port Buffer Count: roughly 130
- Most frequent standard cell in the layout excluding fill and tap cells: sky130_fd_sc_hd__inv_1
- At the end of routability-driven placement, the weighted congestion stood at 0.859.
- The region available for standard cell placement spans 0.106 mm^2.
* Post-placement worst setup slack: between 20000 and 25000 ps
- Ports: 131
- CTS root buffer: sky130_fd_sc_hd__clkbuf_16
- Per the final report, max-transition violations number 0.
- Part of the Yosys area used for sequential elements: 0.181
- Number of DRC violations after detailed-routing iteration 0: 1095
- TritonCTS sink count: 485
- Final hold analysis gives a worst-case slack of 429 ps.
[flip-flops by register name, indices dropped and copies added (netlist names), 16 cells and up]
name and count:
PE_11.r_psum 16, PE_12.r_psum 16, PE_13.r_psum 16, PE_14.r_psum 16, PE_21.r_psum 16, PE_22.r_psum 16
PE_23.r_psum 16, PE_24.r_psum 16, PE_31.r_psum 16, PE_32.r_psum 16, PE_33.r_psum 16, PE_34.r_psum 16
PE_41.r_psum 16, PE_42.r_psum 16, PE_43.r_psum 16, PE_44.r_psum 16
[synthesized netlist by cell type, types with 79 or more instances]
cell type / n / area [um^2]
sky130_fd_sc_hd__clkbuf_1: 221 / 830
sky130_fd_sc_hd__inv_1: 1354 / 5080
sky130_fd_sc_hd__fa_1: 744 / 14900
sky130_fd_sc_hd__a21oi_1: 79 / 395
sky130_fd_sc_hd__and2_1: 645 / 4040
sky130_fd_sc_hd__mux2i_1: 229 / 2290
sky130_fd_sc_hd__nor2_1: 212 / 796
sky130_fd_sc_hd__nand2_1: 513 / 1930
sky130_fd_sc_hd__xnor2_1: 88 / 771
sky130_fd_sc_hd__nor2b_1: 261 / 1630
sky130_fd_sc_hd__dfxtp_1: 485 / 9710
sky130_fd_sc_hd__ha_1: 565 / 7070
sky130_fd_sc_hd__o21ai_0: 110 / 551
[report_power, final]
group / leakage [nW] / total, mW / internal, mW / switching (mW)
Clock: 1.01 / 0.735 / 0.442 / 0.293
Sequential: 3.93 / 0.679 / 0.644 / 0.0351
Combinational: 24.0 / 0.185 / 0.0812 / 0.104
Total: 29.0 / 1.60 / 1.17 / 0.432
[logic make-up (layout without fill, tap and decap cells)]
kind of cell,after synthesis,count (layout)
simple gates,1782,1782
xor+xnor,135,135
buf+inv,1608,1610
mux,229,229
fa+ha+maj,1309,1309
compound gates,475,475
flops,485,485
[critical path: cells and delay by family]
kind,cells,cell delay (ps)
adders and majority gates,5,2300
AOI/OAI and AO/OA,2,510
buffers and inverters,4,880
and+or+nand+nor,4,710
muxes,1,220
[routing by layer]
layer	wire (um)	GRT usage	up-vias	part of all wire
li1	-	-	18100	-
met1	52800	0.353	16500	0.52
met2	42300	0.300	507	0.41
met3	5110	0.0484	85	0.050
met4	1700	0.0276	0	0.017
met5	0	0	-	0
[area by class of cell]
cell class	instances	area [um^2]
flip-flops and latches	485	9710
clock buffers	79	1730
inverters	1354	5080
fillers	9379	47900
multi-input cells	3930	37900
clock inverters	31	355
well taps	1391	1740
repair buffers	146	1420
[worst paths after layout]
| check | start | endpoint | depth (start not counted) |
|---|---|---|---|
| setup / recovery | i_f_row_4[5] | PE_41.r_psum[14] | 16 |
| hold / removal | r_cnt[0] | r_cnt[0] | 1 |
| setup reg to reg | PE_24.r_weight[2] | PE_24.r_psum[12] | 15 |
| hold reg to reg | r_cnt[0] | r_cnt[0] | 1 |
[stage by stage]
step | power (mW) | cell area [um^2] | utilization
floorplan | 0.820 | 53700 | -
global placement | 0.880 | 55900 | 0.528
detailed placement | 0.881 | 55900 | 0.528
CTS | 1.63 | 58000 | 0.548
global route | 1.69 | 58000 | 0.548
finish | 1.60 | 58000 | 0.548
Power is estimated from default activity; no workload was simulated.
